--- design/flow/config.mk ---
export PLATFORM = sky130hd
export DESIGN_NAME = BCD
export DESIGN_NICKNAME = BCD
export VERILOG_FILES = /design/flow/design.v
export SDC_FILE = /design/flow/constraint.sdc
export NUM_CORES = 4
export LEC_CHECK = 1
export CORE_AREA = 10 10 79 79
export DIE_AREA = 0 0 89 89
--- design/flow/constraint.sdc ---
current_design BCD

set clk_period 7.6
set clk_io_pct 0.2

create_clock -name clk0 -period $clk_period

set non_clock_inputs [all_inputs -no_clocks]
set_input_delay [expr $clk_period * $clk_io_pct] -clock clk0 $non_clock_inputs
set_output_delay [expr $clk_period * $clk_io_pct] -clock clk0 [all_outputs]
--- design/flow/design.v ---
module	BCD(input logic [9:0] bin,
				 output logic [11:0] dec);
logic [3:0] hun, ten, one;				 
integer i;
always @ (bin)
begin
	hun = 4'h0;
	ten = 4'h0;
	one = 4'h0;
	for(i=9;i>=0;i=i-1)
	begin
		if(hun>=5)
			hun = hun + 3;
		if(ten>=5)
			ten = ten + 3;
		if(one>=5)
			one = one + 3;
		hun = hun << 1;
		hun[0] = ten[3];
		ten = ten << 1;
		ten[0] = one[3];
		one = one << 1;
		one[0] = bin[i];
	end
end
assign dec = {hun, ten, one};
endmodule
--- design/flow/run.sh ---
#!/bin/bash
# OpenROAD 26Q1-2900-gdf79404cd8, Yosys 0.63+post, stock flow scripts
make -C /OpenROAD-flow-scripts/flow DESIGN_CONFIG=/design/flow/config.mk WORK_HOME=/design/flow/orfs finish
==> results.cfg <==
; implementation run metrics
[outcome]
status = complete, but fails checks
violations = setup timing

[timing]
max_slew_margin = 0.613
finalSetupTns_ps = -5620
setup_slack_ps = -843
maxSlewViolCount = 0
final_hold_viol_count = 0
grt_setup_unrepaired = yes
fmax_mhz = 118
min_period_over_period = 1.11
max_slew.worst_pin.slew_ps = 578
min_period_ps = 8440
setup_viol = 9

[global_routing]
antenna_found_initial = 0
grt_max_degree = 19
overflow = 0
grt_pass1_vias = 2497
grt_first_pass_wirelength_microns = 10800
grt_usage = 0.158

[setup_path]
critPathKind = in2out
end_kind = primary output
start_kind = input pin
worst-path-max-fanout = 3
max_stage_delay_ps = 360
required_ps = 6080
crit_arrival_ps = 6920
path_common_cell = ha_4
cp_slowest_cell = a311o_1

[placed_design]
gp_congestion = 0.920
dp_hpwl_microns = 4710
pre_cts_ws_ps = -1870
io_buffers = 20
postPlaceCellArea_sq_um = 3060

[routing]
wl_per_cell_microns = 13.9
drt-total-wl_microns = 6460
n_antenna_cell = 0
drc_errors = 0
drt_iter0_drc = 94
num_vias = 2711
routed_via_density = 5.86
final_antenna_net_count = 0
dr.pass1.iters = 4

[clock_network]
hold_buffers = 0

[floorplanning]
io_pins = 22
initial_core_util = 0.424
chip_area_sq_um = 7920
design.core.area_sq_um = 4660
die_w_microns = 89
die_h_microns = 89
rows = 25

[final_layout]
seqCellArea_sq_um = 0
layout_top_cell = buf_4
final_util = 0.746
n_clock_buffer = 0
most-common-layout-cells = 111 x buf_4, 25 x nor2_1, 16 x nand2_1
stdcell_area_sq_um = 3480
syn_to_final_growth_pct = 75.9
flops = 0
drive_above_1_share = 0.528

[yosys]
synthCells = 280
seq_area_frac_synth = 0
ys_cells = 280
avgSynthCellArea_sq_um = 7.06
ys_warn_count = 1
synth.distinct_cells = 81
syn-cell-area_sq_um = 1980
ys_area_sq_um = 1980

[flow_run]
maxCapViolCount = 0
warning_count = 39

[pwr]
leakage_nw = 1.54
p_total_mw = 1.05
pwr_density_cell_nw_per_um2 = 302
vdd_drop_max_v = 0.000194

[hold_path]
hold_start = bin[0]
holdCritPathClass = in2out
min_to = dec[0]
hold_depth = 0
## metal layers
layer	wire length [microns]	track usage	vias to the layer above
met5	0	0	-
met2	3100	0.282	70
met4	34	0.0116	0
met3	300	0.00918	4
met1	3020	0.214	1281
li1	-	-	1356
## metrics by stage
stage          hold slack, ps  std cells
2_1_floorplan            3110        280
3_3_place_gp             3040        442
3_5_place_dp             3040        442
4_1_cts                  3040        455
5_1_grt                  3040        463
6_report                 3040        463
## critical path: cells and delay by family
kind,cells,cell delay [ps]
and+or+nand+nor,8,1160
xor gates and xnor gates,1,150
AOI/OAI and AO/OA,12,2290
buffers and inverters,7,560
adders and majority gates,7,1220
## cells in the mapped netlist (5+ instances only)
library cell	count	area share
clkbuf_1	8	0.015
a21oi_1	16	0.041
and2_1	5	0.016
inv_1	14	0.027
nand3_1	10	0.025
nand4_1	9	0.028
a211oi_1	6	0.023
xnor2_1	9	0.040
nor3_1	7	0.018
o21ai_0	6	0.015
nor2_1	28	0.053
or3_1	5	0.016
o21ai_1	9	0.023
ha_1	14	0.089
o22ai_1	5	0.016
a21o_1	9	0.034
nand2_1	17	0.032
a32oi_1	5	0.022
## what timing repair did
action	4_1_cts	5_1_grt
endpoints found under the setup margin	11	11
pin swaps	41	20
endpoints found under the hold margin	0	0
gates resized	81	31
setup buffers	13	12
## report_power, final
group | switching, mW | total [mW] | internal [mW] | leakage (nW)
clock | 0 | 0 | 0 | 0
combinational | 0.459 | 1.05 | 0.590 | 1.54
sequential | 0 | 0 | 0 | 0
total | 0.459 | 1.05 | 0.590 | 1.54
## kinds of logic after synthesis
logic type,count (synthesis),share of synthesized area
muxes,6,0.0316
xor gates and xnor gates,13,0.0741
buffers and inverters,32,0.0753
and+or+nand+nor,104,0.273
AOI/OAI and AO/OA,110,0.453
adders and majority gates,15,0.0937
## worst max-delay path by stage
stage / startpoint / endpoint / slack, ps / cells past startpoint
4_1_cts: bin[7] / dec[9] / -960 / 39
5_1_grt: bin[7] / dec[9] / -1090 / 36
6_report: bin[7] / dec[5] / -840 / 35
## final cells by class
type	instances	area, sq um
repair buffers	143	1130
inverters	18	96.3
well taps	54	67.6
fillers	354	1180
multi-input cells	248	2180
Power figures rest on the tool's default switching activity, not on a simulated workload.
