<file path="./run.sh">
#!/bin/bash
# OpenROAD 26Q1-2900-gdf79404cd8, Yosys 0.63+post, stock flow scripts
make -C /OpenROAD-flow-scripts/flow DESIGN_CONFIG=/design/flow/config.mk WORK_HOME=/design/flow/orfs finish
</file>
<file path="./config.mk">
export PLATFORM = sky130hd
export DESIGN_NAME = note_reg
export DESIGN_NICKNAME = note_reg
export VERILOG_FILES = /design/flow/design.v
export SDC_FILE = /design/flow/constraint.sdc
export NUM_CORES = 4
export LEC_CHECK = 1
export CORE_AREA = 10 10 553 553
export DIE_AREA = 0 0 563 563
</file>
<file path="./constraint.sdc">
current_design note_reg

set clk_period 1.1
set clk_io_pct 0.2

create_clock -name clk0 -period $clk_period [get_ports {frame_clk}]

set non_clock_inputs [all_inputs -no_clocks]
set_input_delay [expr $clk_period * $clk_io_pct] -clock clk0 $non_clock_inputs
set_output_delay [expr $clk_period * $clk_io_pct] -clock clk0 [all_outputs]
</file>
<file path="./design.v">
module	note_reg(input logic frame_clk,
						input logic [3:0] notes_in,
						input logic nah,
						output logic [3:0][359:0] n_reg
						);
logic n3,n2,n1,n0;
logic [3:0] notes;
assign notes = notes_in & {4{nah}};
always_ff @ (posedge frame_clk, posedge notes[3])  
begin
	if(notes[3])
		n3 <= 1'b1;
	else
		n3 <= 1'b0;
end
always_ff @ (posedge frame_clk, posedge notes[2])  
begin
	if(notes[2])
		n2 <= 1'b1;
	else
		n2 <= 1'b0;
end
always_ff @ (posedge frame_clk, posedge notes[1])  
begin
	if(notes[1])
		n1 <= 1'b1;
	else
		n1 <= 1'b0;
end
always_ff @ (posedge frame_clk, posedge notes[0])  
begin
	if(notes[0])
		n0 <= 1'b1;
	else
		n0 <= 1'b0;
end
integer i;
always_ff @ (posedge frame_clk)
begin
	for(i=359;i>=0;i=i-1)
	begin
		if(i==0)
			begin
			n_reg[3][0] <= n3;
			n_reg[2][0] <= n2;
			n_reg[1][0] <= n1;
			n_reg[0][0] <= n0;
			end
		else
			begin
			n_reg[3][i] <= n_reg[3][i-1];
			n_reg[2][i] <= n_reg[2][i-1];
			n_reg[1][i] <= n_reg[1][i-1];
			n_reg[0][i] <= n_reg[0][i-1];
			end
	end
end
endmodule
</file>
==> deck_impl_summary.md <==
Run Summary

STA
  – Fin. max-slew vios: 0
  – Min setup slack post-route: -478 ps
  – Unrepaired setup endpoints after global routing: yes
  – Max Clk Rate: 634 MHz
  – Post-layout period usage: 1.43
  – Final hold vios: 0
  – Final setup viols: 1440
  – Tmin final: 1580 ps
  – Clock skew: 69.7 ps
  – WHS: 297 ps
  – Sum Neg Setup Slack: -467260 ps

Worst setup path
  – Reg-to-reg endpoint: n_reg[1235]
  – Crit path to: n_reg[1020]
  – Worst Setup Path Type: reg -> out
  – Crit end category: primary output
  – Reg2reg path depth: 3
  – Max Fanout on Critical Path: 2
  – Required time of the worst setup path: 880 ps
  – R2R setup slack: 260 ps
  – Critical path arrival: 1360 ps
  – Crit. Startpoint: n_reg[1020]
  – Crit Reg-Reg Startpoint: n_reg[1234]
  – Startpoint types: flip-flop

Placement
  – Area after DPL: 0.0504 mm^2
  – DP Wirelength: 109000 um
  – Routability-driven placement congestion ratio: 1.03
  – Input/output buffers: 1445

Run status
  – Failing checks: negative setup slack
  – Outcome: finished, violations left

Logic synthesis
  – Synth area leaders: dfxtp_1, dfstp_2, nand2_1
  – Top-count cell post-synth: dfxtp_1
  – Cell Type Count: 4
  – YS chip area: 0.0290 mm^2
  – Yosys top cell by area: dfxtp_1
  – Async SR Flop Fraction: 0.00277
  – Area leader share: 0.996
  – Seq cells post-synth: 1444
  – Sequential area share after synthesis: 0.999
  – Syn avg cell area: 20.0 um^2
  – Synth warn: 1
  – Cell total in the yosys stat output: 1449
  – Post-synth EDFFs: 0
  – Post-Syn Area: 0.0290 mm^2
  – Cells after synthesis: 1449
  – Synth cell count leaders: dfxtp_1, dfstp_2, nand2_1
  – Dominant flop cell: dfxtp_1

Floorplanning
  – Num rows: 199
  – Die Ht: 563 um
  – Die width: 563 um
  – I/O pin cnt: 1446
  – DIE AREA: 0.317 mm^2
  – Fp util: 0.0985
  – Core Region: 0.294 mm^2

Cells and area
  – Util after Layout: 0.188
  – Largest register FFs: 1440
  – Area added between synthesis and finish: 90.9%
  – Combinational Area: 30.0 um^2
  – Seq. cell area: 0.0311 mm^2
  – Finished Cell Area: 0.0553 mm^2
  – Fillers: 31.6k
  – Share of cells above drive strength 1: 0.983

Power and ir drop
  – Peak VDD IR: 1.37 mV
  – Leakage: 25.0 nW
  – Pwr Total: 0.107 W
  – Cell area power density: 1940 mW/mm^2

Detailed routing
  – Starting DRT DRC Count: 663
  – Post-route DRC: 0
  – First drt pass iteration count: 4
  – Vias per cell: 2.52
  – Via count: 19.0k
  – Per-cell routed wire length: 18.0 um
  – Detail Route Antenna Nets: 0
  – Total Wirelength: 136000 um

Global routing
  – Total GRT Usage: 0.0813
  – Vias in the first global route: 20.9k
  – First-pass GRT wire length: 178000 um
  – Initial antenna violation count: 7
  – Gr ovfl total: 0
  – Largest net degree at the start of global routing: 15

CTS
  – Clock Path Buffers: 4
  – CTS tree: built
  – Clock edge transition at the registers on the reported setup and hold paths: 60 ps
  – Clock buffer count from CTS: 155
  – H-tree lvl count: 4
  – Clock Tree Root: clkbuf_16
  – # clock sinks: 1444
  – Clock latency on the worst-skew pair: 800 ps

Hold path
  – HP Class: reg -> reg
  – WHS Path Cells: 0

Flow run
  – Max Cap Viol: 0
  – Log Warnings: 28
[critical path, stage by stage, from the launching register on]
cell and delay (ps):
dfxtp_2 330, buf_12 130, buf_12 120
[per-layer routing]
layer,track usage,part of all wire,up-vias
met5,0,0,-
met4,0.0314,0.046,0
met3,0.0477,0.13,211
met2,0.149,0.52,1150
met1,0.0714,0.30,8935
li1,-,-,8713
[logic make-up after synthesis]
family,share of synthesized area
flops,0.999
simple gates,0.000518
other cells,0.000130
[report_power, final]
part           switching, W  total (W)  internal, W
Combinational      0.000319    0.00102     0.000704
Clock                0.0215     0.0534       0.0319
Sequential         0.000361     0.0528       0.0524
[worst min-delay path by stage]
stage / start / to / slack, ps
4_1_cts: nah / n3 / 250
5_1_grt: nah / n3 / 310
6_report: n_reg[1247] / n_reg[1248] / 300
[per-stage QoR]
| stage | worst slack [ps] | cells |
|---|---|---|
| global route | -588 | 7553 |
| global placement | -636 | 7033 |
| finish | -478 | 7556 |
| detailed placement | -643 | 7033 |
| floorplan | 558 | 1452 |
| CTS | -612 | 7499 |
[timing repair]
item / CTS / global route
setup endpoints to repair: 1441 / 1440
hold buffers: 8 / 0
buffers inserted: 212 / 56
endpoints found under the hold margin: 4 / 0
gates resized: 4478 / 2360
[layout by cell type (no fill, tap or decap), types with 6 or more instances in the layout]
| cell | netlist | routed |
|---|---|---|
| clkinv_2 | 0 | 16 |
| dlygate4sd3_1 | 0 | 8 |
| clkbuf_2 | 0 | 749 |
| buf_2 | 0 | 184 |
| dfxtp_4 | 0 | 149 |
| dfxtp_1 | 1440 | 8 |
| buf_6 | 0 | 500 |
| buf_4 | 0 | 454 |
| clkinvlp_4 | 0 | 6 |
| clkbuf_1 | 0 | 34 |
| bufinv_16 | 0 | 14 |
| buf_12 | 0 | 6 |
| clkbuf_16 | 0 | 157 |
| dfxtp_2 | 0 | 1283 |
| clkbuf_8 | 0 | 31 |
| inv_6 | 0 | 6 |
[area by class of cell]
| class | instances | share of cell area |
|---|---|---|
| Tap cell | 3919 | 0.0887 |
| Clock inverter | 54 | 0.0143 |
| Antenna cell | 3 | 0.000136 |
| Timing Repair Buffer | 1906 | 0.253 |
| Sequential cell | 1444 | 0.563 |
| Clock buffer | 222 | 0.0811 |
| Multi-Input combinational cell | 8 | 0.000543 |
Power figures rest on the tool's default switching activity, not on a simulated workload.
