$ cat design/flow/run.sh
#!/bin/bash
# OpenROAD 26Q1-2900-gdf79404cd8, Yosys 0.63+post, stock flow scripts
make -C /OpenROAD-flow-scripts/flow DESIGN_CONFIG=/design/flow/config.mk WORK_HOME=/design/flow/orfs finish
$ cat design/flow/config.mk
export PLATFORM = sky130hd
export DESIGN_NAME = index
export DESIGN_NICKNAME = index
export VERILOG_FILES = /design/flow/design.v
export SDC_FILE = /design/flow/constraint.sdc
export NUM_CORES = 4
export LEC_CHECK = 1
export CORE_AREA = 10 10 853 853
export DIE_AREA = 0 0 863 863
$ cat design/flow/constraint.sdc
current_design index

set clk_period 155.0
set clk_io_pct 0.2

create_clock -name clk0 -period $clk_period

set non_clock_inputs [all_inputs -no_clocks]
set_input_delay [expr $clk_period * $clk_io_pct] -clock clk0 $non_clock_inputs
set_output_delay [expr $clk_period * $clk_io_pct] -clock clk0 [all_outputs]
$ cat design/flow/design.v
module 	index(input logic[3:0][359:0] n_reg,
					input logic [1:0] freq,
					input logic [9:0] to, from,
					output logic [17:0] possible
					);
logic [10:0] difference;
assign difference = to-from;
always_comb
begin
	unique case(difference)
	10'd0		:	possible = {n_reg[freq][from],17'd0};
	10'd1		:	possible = {n_reg[freq][from+:2],16'd0};
	10'd2		:	possible = {n_reg[freq][from+:3],15'd0};
	10'd3		:	possible = {n_reg[freq][from+:4],14'd0};
	10'd4		:	possible = {n_reg[freq][from+:5],13'd0};
	10'd5		:	possible = {n_reg[freq][from+:6],12'd0};
	10'd6		:	possible = {n_reg[freq][from+:7],11'd0};
	10'd7		:	possible = {n_reg[freq][from+:8],10'd0};
	10'd8		:	possible = {n_reg[freq][from+:9],9'd0};
	10'd9		:	possible = {n_reg[freq][from+:10],8'd0};
	10'd10	:	possible = {n_reg[freq][from+:11],7'd0};
	10'd11	:	possible = {n_reg[freq][from+:12],6'd0};
	10'd12	:	possible = {n_reg[freq][from+:13],5'd0};
	10'd13	:	possible = {n_reg[freq][from+:14],4'd0};
	10'd14	:	possible = {n_reg[freq][from+:15],3'd0};
	10'd15	:	possible = {n_reg[freq][from+:16],2'd0};
	10'd16	:	possible = {n_reg[freq][from+:17],1'd0};
	10'd17	:	possible = {n_reg[freq][from+:18]};
	endcase
end
endmodule
==> load_flow_metrics.sql <==
-- load yosys + openroad results
INSERT INTO impl_metrics (metric_group, metric, value, unit) VALUES
('timing', 'holdWs', '63.99', 'ns'),
('synth', 'synthesis.yosys.warnings', '1', ''),
('synth', 'synth_largest_type_area_fraction', '42.84', '%'),
('timing', 'worst_slew_pin_slew', '1.661', 'ns'),
('cts', 'post_cts_buffers', '0', ''),
('timing', 'setup-violations-final', '0', ''),
('hold_path', 'holdCritStartpoint', 'from[9]', ''),
('floorplan', 'boundaryPins', '1480', ''),
('worst_setup_path', 'crit_top_cell', 'sky130_fd_sc_hd__buf_4', ''),
('synth', 'synth-seq-area-share', '0', '%'),
('synth', 'ys_cells', '10873', ''),
('placed_design', 'placedCellCount', '21323', ''),
('timing', 'period_utilization_post_route', '46.68', '%'),
('worst_setup_path', 'timing.critical_path.cells', 'clkdlybuf4s50_1 -> ha_4 -> inv_1 -> fa_4 -> buf_4 -> buf_4 -> nand2b_2 -> buf_4 -> o22ai_1 -> nor3_1 -> a2111oi_0 -> nor3_1 -> a31oi_1 -> buf_4 -> nor4_1 -> buf_4 -> a221oi_2 -> buf_4 -> nor2_1 -> a221oi_1 -> nand4_1 -> or4_1 -> clkdlybuf4s50_1', ''),
('floorplan', 'floorplan.die_area', '744800', 'µm²'),
('synth', 'mappedNetlistArea', '106600', 'µm²'),
('cts', 'postCtsHoldBufs', '0', ''),
('floorplan', 'fp_util', '15.05', '%'),
('global_route', 'grt_antenna_before_repair', '706', ''),
('placed_design', 'cell_area_placed', '133500', 'µm²'),
('route', 'wl_per_cell', '57.97', 'µm'),
('floorplan', 'floorplan.rows', '309', ''),
('placed_design', 'dp_hpwl', '1021000', 'µm'),
('global_route', 'grt.met1_usage', '33.57', '%'),
('run_status', 'status', 'finished, violations left', ''),
('placed_design', 'routabilityCongestion', '1.140', ''),
('worst_setup_path', 'worst-endpoint-arrival', '41.35', 'ns'),
('route', 'firstDrtPassIters', '10', ''),
('synth', 'yosysTopAreaCell', 'sky130_fd_sc_hd__mux4_2', ''),
('worst_setup_path', 'slowest_cell_delay_on_critical_path', '1.18', 'ns'),
('timing', 'timing.fmax', '13.82', 'MHz'),
('worst_setup_path', 'crit_path_top_delay_cell', 'sky130_fd_sc_hd__a2111oi_0', ''),
('worst_setup_path', 'setup.worst_path.start', 'freq[0]', ''),
('global_route', 'grt_start_max_net_pins', '129', ''),
('global_route', 'first_global_vias', '132129', ''),
('run_status', 'violations', 'antenna rules, capacitance limit, slew limit', ''),
('worst_setup_path', 'timing_worst_setup_path_type', 'in2out', ''),
('worst_setup_path', 'start_kind', 'input port', ''),
('placed_design', 'numPortBuffers', '1480', ''),
('synth', 'syn_area_per_cell', '9.806', 'µm²'),
('hold_path', 'worst_hold_check_path_type', 'in2out', ''),
('final_layout', 'post_layout_nonfiller_instances', '21819', ''),
('worst_setup_path', 'timing.critical_path.to_type', 'output port', ''),
('final_layout', 'area.growth.synth_to_final', '26.43', '%'),
('synth', 'yosysChipArea', '106600', 'µm²'),
('timing', 'slew_viol_final', '3', ''),
('run', 'openroad.warnings', '57', ''),
('final_layout', 'most_numerous_logic_cells_after_layout', 'sky130_fd_sc_hd__mux4_2, sky130_fd_sc_hd__mux2i_1, sky130_fd_sc_hd__clkdlybuf4s50_1', ''),
('floorplan', 'std_cell_core_area', '708300', 'µm²'),
('timing', 'period_minus_slack', '72.35', 'ns'),
('route', 'antenna_left', '1', ''),
('route', 'vias_per_cell', '6.351', ''),
('synth', 'synth_cell_types', '105', ''),
('power_and_ir_drop', 'cellLeakagePower', '44.65', 'nW'),
('run', 'drv_cap', '1', ''),
('cts', 'cts_repair_resized_insts', '0', ''),
('global_route', 'globalRouteOverflowTotal', '0', ''),
('timing', 'worst_slew_margin_rel', '-13.60', '%'),
('global_route', 'grt-busiest-layer', 'met2', ''),
('worst_setup_path', 'critical_path.max_fanout', '35', ''),
('final_layout', 'sequential_cell_count_of_the_final_layout', '0', ''),
('route', 'drc', '0', ''),
('power_and_ir_drop', 'internal-power', '0.2935', 'mW'),
('global_route', 'groute.usage.overall', '33.43', '%'),
('power_and_ir_drop', 'worst_ir_drop_vdd', '0.004870', 'mV'),
('floorplan', 'die.size.y', '863', 'µm'),
('hold_path', 'timing.hold.worst_path_depth', '6', ''),
('route', 'drtIter0Drc', '17825', ''),
('power_and_ir_drop', 'pwr_density_cell', '7.162', 'nW/µm²'),
('route', 'vias', '138564', ''),
('timing', 'finalHoldViolCount', '0', '');
-- worst max-delay path by stage --
stage         endpoint  slack, ns  depth (start not counted)
4_1_cts   possible[17]      83.16                         23
5_1_grt   possible[16]      82.46                         23
6_report  possible[16]      82.65                         23
-- area by class of cell --
type	count	area (µm²)	area share (%)
Tap cell	9485	11870	8.804
Inverter	39	181.4	0.1346
Timing Repair Buffer	2343	21750	16.13
Multi-Input combinational cell	9457	99770	74.01
Antenna cell	495	1239	0.9189
-- synth_stat cells (26+ instances only) --
master and count:
sky130_fd_sc_hd__or3_1 36, sky130_fd_sc_hd__a21oi_1 419, sky130_fd_sc_hd__nor4_1 53, sky130_fd_sc_hd__a311oi_1 45
sky130_fd_sc_hd__nand3_1 255, sky130_fd_sc_hd__o31ai_1 30, sky130_fd_sc_hd__and2_1 76, sky130_fd_sc_hd__mux2_2 456
sky130_fd_sc_hd__o211ai_1 152, sky130_fd_sc_hd__a222oi_1 47, sky130_fd_sc_hd__a221oi_1 112, sky130_fd_sc_hd__a221o_1 42
sky130_fd_sc_hd__inv_1 37, sky130_fd_sc_hd__nand2b_1 29, sky130_fd_sc_hd__o311ai_0 26, sky130_fd_sc_hd__o22ai_1 314
sky130_fd_sc_hd__o22a_1 63, sky130_fd_sc_hd__buf_4 195, sky130_fd_sc_hd__nor3_1 167, sky130_fd_sc_hd__buf_1 131
sky130_fd_sc_hd__o221ai_1 108, sky130_fd_sc_hd__a211oi_1 137, sky130_fd_sc_hd__clkbuf_1 366, sky130_fd_sc_hd__a211o_1 48
sky130_fd_sc_hd__o32ai_1 36, sky130_fd_sc_hd__o2111ai_1 46, sky130_fd_sc_hd__nand4_1 62, sky130_fd_sc_hd__nor2b_1 40
sky130_fd_sc_hd__a32oi_1 72, sky130_fd_sc_hd__nor2_1 479, sky130_fd_sc_hd__a2111oi_0 62, sky130_fd_sc_hd__o21ai_0 287
sky130_fd_sc_hd__buf_2 551, sky130_fd_sc_hd__nand2_1 1202, sky130_fd_sc_hd__buf_6 111, sky130_fd_sc_hd__mux2i_1 1506
sky130_fd_sc_hd__a22oi_1 315, sky130_fd_sc_hd__and3_1 59, sky130_fd_sc_hd__a31oi_1 135, sky130_fd_sc_hd__a22o_1 96
sky130_fd_sc_hd__mux4_2 2028
-- tightest hold or removal path: stages --
cell,delay [ns]
sky130_fd_sc_hd__clkdlybuf4s50_1,0.54
sky130_fd_sc_hd__ha_1,0.35
sky130_fd_sc_hd__o21a_1,0.18
sky130_fd_sc_hd__buf_4,0.27
sky130_fd_sc_hd__nor2_1,0.10
sky130_fd_sc_hd__clkdlybuf4s50_1,0.53
-- metal layers --
metal | wire (µm) | up-vias
li1 | - | 48784
met1 | 406000 | 70848
met2 | 536800 | 13866
met3 | 176100 | 4831
met4 | 143300 | 235
met5 | 2656 | -
-- logic make-up (layout without fill, tap and decap cells) --
family,count (synthesis),in the layout,synth area share (%)
compound gates,2858,2858,19.37
xor+xnor,13,13,0.1138
fa+ha+maj,22,22,0.2722
buf+inv,1416,2382,7.363
mux,4011,4011,62.22
other cells,0,495,0
simple gates,2553,2553,10.66
No activity file was given, so power comes from the tool's default toggle rates.
