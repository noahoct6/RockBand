==> design/flow/config.mk <==
export PLATFORM = sky130hd
export DESIGN_NAME = game_controller
export DESIGN_NICKNAME = game_controller
export VERILOG_FILES = /design/flow/design.v
export SDC_FILE = /design/flow/constraint.sdc
export NUM_CORES = 4
export LEC_CHECK = 1
export CORE_UTILIZATION = 50
==> design/flow/constraint.sdc <==
current_design game_controller

set clk_period 4.9
set clk_io_pct 0.2

create_clock -name clk0 -period $clk_period [get_ports {aud_clk}]

set non_clock_inputs [all_inputs -no_clocks]
set_input_delay [expr $clk_period * $clk_io_pct] -clock clk0 $non_clock_inputs
set_output_delay [expr $clk_period * $clk_io_pct] -clock clk0 [all_outputs]
==> design/flow/design.v <==
module game_controller(input logic Clk,  
							  input logic Reset,
							  input logic INIT_FINISH,
							  input logic data_over,
							  input logic Start,
							  input logic tl_rdv,
							  input logic SW,
							  output logic INIT,
							  output logic done,
							  input logic aud_clk,
							  output logic nah,
							  output logic waiting,
							  output logic tl_read,
							  output logic tl_write,
							  output logic [31:0] tl_addr,
							  input  logic [31:0] sample
							  ); 
logic [31:0] song_pointer, song_start;
always_comb
begin
	case (SW)
	1'b0	:	song_start = 32'd0;  
	1'b1	:	song_start = 32'h003E0000;  
	endcase
end						  
enum logic [4:0] {WAIT, LD_START, INITs, FEED, PLAYQ0, PLAYQ1, FIN} State, Next_state;
logic [31:0] counter;
always_ff @ (posedge aud_clk)
begin
	if (Reset) 
		begin
		State <= WAIT;
		counter <= 32'd0;
		end
	else
		begin
		State <= Next_state;
		if (State == LD_START)
			song_pointer <= song_start;
		else if (State == INITs)
			counter <= sample + 1'b1;
		else if (State == FEED) 
			begin
			counter <= counter - 1'b1;
			song_pointer <= song_pointer + 3'd4;
			end
		end
end
always_comb
begin
	INIT = 1'b0;
	tl_read = 1'b0;
	tl_write = 1'b0;
	tl_addr = 32'd0;
	done = 1'b0;
	nah = 1'b1;
	waiting = 1'b0;
	Next_state = State;
	unique case (State)
		WAIT	:	
			begin
			if (Start)
				Next_state = LD_START;
			end
		LD_START :
			begin
			if(tl_rdv)
				Next_state = INITs;
			end
		INITs :
			begin
			if (INIT_FINISH)
				Next_state = FEED;
			end
		FEED	:
			begin
			if (counter <= 32'd2)
				Next_state = FIN;
			else
				if(tl_rdv)
					Next_state = PLAYQ0;
			end
		PLAYQ0 :
			begin
			if (data_over && tl_rdv)
				Next_state = PLAYQ1;
			end
		PLAYQ1 :
			begin
			if (~data_over && tl_rdv)
				Next_state = FEED;
			end
		FIN	:
			Next_state = WAIT;
	endcase
	case (State)
		WAIT	: 
			waiting = 1'b1;
		LD_START	:
			begin
			tl_addr = song_pointer;
			tl_read = 1'b1;
			nah = 1'b0;
			end
		INITs	:
			begin
			INIT = 1'b1;
			nah = 1'b0;
			end
		FEED	:
			begin
			tl_addr = song_pointer; 
			tl_read = 1'b1;
			end
		PLAYQ0	: 
			begin
			tl_addr = song_pointer;
			tl_read = 1'b1;
			end
		PLAYQ1	: 
			begin
			tl_addr = song_pointer;
			tl_read = 1'b1;
			end
		FIN : 
			done = 1'b1;	
		default	:	;	
	endcase
end
endmodule
==> design/flow/run.sh <==
#!/bin/bash
# OpenROAD 26Q1-2900-gdf79404cd8, Yosys 0.63+post, stock flow scripts
make -C /OpenROAD-flow-scripts/flow DESIGN_CONFIG=/design/flow/config.mk WORK_HOME=/design/flow/orfs finish
==> flow_metrics.tcl <==
# implementation run metrics
set metrics [dict create \
    status "finished clean" \
    clock_skew_ps 8.52 \
    period_minus_slack_ps 2970 \
    ys_cells 561 \
    cts_inserted_buffers 9 \
    power_density_nw_per_um2 275 \
    antenna_found_initial 0 \
    ys.flop_type "dfxtp_1" \
    top_cell_area_share 0.194 \
    cts.path.max_buffers 2 \
    crit_fanout 31 \
    power_uw 1560 \
    hp-start "counter[14]" \
    synthDistinctLibCells 63 \
    leakagePower_uw 0.00197 \
    ff2ff_path_depth 5 \
    dpl.hpwl_um 7580 \
    cts_tree "built" \
    grt_pass1_wl_um 17700 \
    holdPathStages 2 \
    edf_count 30 \
    wl_per_cell_um 14.4 \
    min_path_type "flop to flop" \
    critical_path.startpoint "State[6]" \
    synth_area_um2 4650 \
    worstSetupPathType "flop to output port" \
    insertion_delay_ps 340 \
    cp_cell_sequence "nor4_2 -> buf_4 -> nor2b_1 -> clkdlybuf4s50_1" \
    clk_pin_slew_ps 70 \
    drt-pass1-iter-count 17 \
    worst_path_max_delay_cell "dfxtp_1" \
    drc 0 \
    drtAntennaViolNets 0 \
    grt_use_total 0.229 \
    clock-sinks 69 \
    final-comb-area_um2 2770 \
    reg2reg_from "State[2]" \
    crit_path_start_kind "flop" \
    slew_viol_final 0 \
    vias 4250 \
    slew-limit-headroom 0.447 \
    worst_path_largest_cell_delay_ps 670 \
    warnings 28 \
    crit_family "buffers and inverters" \
    core_area_um2 8850 \
    clockRootBuffer "clkbuf_8" \
    num_rows 34 \
    synthCells 561 \
    fill_cells 776 \
    area_growth_syn_to_layout_pct 21.8 \
    dieHeight_um 98.4 \
    htreeDepth 3 \
    grt_pass1_vias 3803 \
    avgSynthCellArea_um2 8.29 \
    worstSetupPathDepth 4 \
    finalWeightedCongestion 0.871 \
    finalClockPeriodUsage 0.606 \
    topCellsByArea "edfxtp_1, dfxtp_1, nor2_1" \
    port_buffers 73 \
    arrival_ps 1990 \
    crit_required_ps 3920 \
    io-pin-count 78 \
    top_area_cell "edfxtp_1" \
    synthArstFlopShare 0 \
    cts.hold.buffers_added 0 \
    drv_cap 0 \
    floorplan.core_util 0.525 \
    die_area_um2 9690 \
    drtIter0Drc 222 \
    tns_ps 0 \
    cp-end-kind "output port" \
    fmaxAchievable_mhz 337 \
    wl_um 10600 \
    grt_max_degree 42 \
    diodes 0 \
    hold_violations 0 \
    ys_chip_area_um2 4650 \
    yosysWarnings 1 \
    regArea_um2 1680 \
    path_buffers 2 \
    cts_setup_buffers 0 \
    setup_viol 0 \
    ys_seq_frac 0.362 \
    grt-ovfl-total 0 \
    worst_pin_slew_ps 828 \
    cts_resized 0 \
    die-width_um 98.4 \
    routed_via_density 5.77 \
    final_util 0.640 \
    post-place-ws_ps 1640 \
    peakVddDrop_uv 145 \
    rsz0062_at_grt "false" \
    drive_gt1_frac 0.0731 \
    fin_ws_ps 1930 \
    synth-seq-cells 69 \
]
-- state kept, by name, indices dropped and copies added (netlist names) --
register,flops
State,7
song_pointer,30
counter,32
-- final timing paths --
check	end	slack (ps)
max	tl_addr[31]	1930
min	counter[14]	470
max reg2reg	counter[13]	2370
min reg2reg	counter[14]	470
-- cells by family (layout without fill, tap and decap cells) --
group | after synthesis | after routing | synth area share
AOI/OAI and AO/OA | 119 | 119 | 0.166
xor gates and xnor gates | 53 | 53 | 0.0998
adders and majority gates | 4 | 4 | 0.0108
buffers and inverters | 46 | 112 | 0.0463
DFF | 69 | 69 | 0.362
muxes | 1 | 1 | 0.00242
other | 1 | 3 | 0.000807
and+or+nand+nor | 268 | 268 | 0.312
-- power breakdown --
| part | internal [uW] | switching (uW) |
|---|---|---|
| clock network | 335 | 215 |
| registers | 628 | 26.1 |
| logic | 160 | 195 |
-- cell usage after synthesis (all sizes together) (4+ instances only) --
master,n
nor4,12
a32oi,4
and3,15
nand3,32
nor3,23
edfxtp,30
a21oi,33
o21a,6
inv,16
clkbuf,22
ha,4
buf,7
or2,4
xnor2,29
or3,8
o21ai,25
a211oi,7
a22oi,11
nand2,39
and4,6
a31oi,10
xor2,24
nand2b,4
nor2b,30
nor2,71
dfxtp,39
nand4,17
-- placed cells by master, fill, tap and decap left out, types with 4 or more instances in the layout --
master	synthesis	layout
a211oi_1	6	6
a21oi_1	33	33
a22oi_1	11	11
a31oi_1	10	10
a32oi_1	4	4
and3_1	12	12
and4_1	6	6
buf_4	3	6
clkbuf_8	2	9
clkdlybuf4s50_1	0	73
dfxtp_1	39	39
edfxtp_1	30	30
ha_1	4	4
inv_1	16	16
nand2_1	39	39
nand2b_1	4	4
nand3_1	31	31
nand4_1	17	17
nor2_1	69	68
nor2b_1	30	30
nor3_1	20	20
nor4_1	6	5
nor4_2	3	4
o21a_1	6	6
o21ai_0	24	24
or2_2	4	4
or3_1	8	8
xnor2_1	29	29
xor2_1	24	24
-- through the flow --
| stage | hold WS, ps | instances | instance area [um2] |
|---|---|---|---|
| floorplan | 393 | 563 | 4660 |
| global placement | 451 | 721 | 5430 |
| detailed placement | 461 | 721 | 5430 |
| CTS | 475 | 737 | 5660 |
| global route | 512 | 737 | 5660 |
| finish | 475 | 737 | 5660 |
-- final cells by class --
| class | count | area share |
|---|---|---|
| multi-input combinational | 448 | 0.489 |
| sequential | 69 | 0.297 |
| inverter | 17 | 0.0113 |
| tap | 108 | 0.0239 |
| clock inverter | 7 | 0.0201 |
| clock buffer | 9 | 0.0219 |
| timing repair buffer | 79 | 0.137 |
-- routing by layer --
layer,part of all wire,global-route usage
met3,0.046,0.0253
met5,0,0
met2,0.47,0.373
met4,0.014,0.0471
met1,0.47,0.348
-- worst register-to-register path, delay by kind of cell, from the launching register on --
family | cells | cell delay, ps
AND-OR/OR-AND | 2 | 260
buffers and inverters | 1 | 500
flip-flops | 1 | 760
AND/OR/NAND/NOR | 2 | 880
Power and IR drop assume default switching activity.
