### ./design.v
module reg_11 (input logic    Clk, Reset, Shift_In, Load, Shift_En,
               input logic [10:0] D,
               output logic    Shift_Out,
               output logic [10:0] Data_Out);
always_ff @ (posedge Clk or posedge Load or posedge Reset)
begin
	if (Reset)
		Data_Out <= 11'h0;
	else if (Load)
		Data_Out <= D;
	else if (Shift_En)
		Data_Out <= {Shift_In,Data_Out[10:1]};
end
assign Shift_Out = Data_Out[0];
endmodule
module Dreg ( input Clk, Load, Reset, D,
				  output logic Q );
always_ff @ (posedge Clk or posedge Reset ) 
begin 
	if (Reset) 
		Q <= 1'b0;
	else if (Load) 
		Q <= D;
end
endmodule
module sync (
	input  logic Clk, d, 
	output logic q
);
always_ff @ (posedge Clk)
begin
	q <= d;
end
endmodule
module sync_r0 (
	input  logic Clk, Reset, d, 
	output logic q
);
always_ff @ (posedge Clk or posedge Reset)
begin
	if (Reset)
		q <= 1'b0;
	else
		q <= d;
end
endmodule
module sync_r1 (
	input  logic Clk, Reset, d, 
	output logic q
);
always_ff @ (posedge Clk or posedge Reset)
begin
	if (Reset)
		q <= 1'b1;
	else
		q <= d;
end
endmodule
module keyboard(input logic Clk, psClk, psData, reset,
					 output logic [7:0] keyCode, byte1, byte2,
					 output logic press, check);
	logic Q1, Q2, en, enable, shiftout1, shiftout2, Press;
	logic [4:0] Count;
	logic [10:0] Byte_1, Byte_2, B1s, B2s;
	logic [7:0] Data, Typematic_Keycode;
	logic [9:0] counter;
	logic [4:0] parity;
	assign parity = Byte_2[9]+Byte_2[8]+Byte_2[7]+Byte_2[6]+Byte_2[5]+Byte_2[4]+Byte_2[3]+Byte_2[2]+Byte_2[1];
	assign byte1 = Byte_1[9:2];
	assign byte2 = Byte_2[9:2];
	always_comb
	begin
		if(Count == 5'd11)
			check = 1'b1;
		else 
			check = 1'b0;
	end
	always@(posedge Clk or posedge reset)
	begin
		if(reset)
		begin
			counter = 10'b0000000000;
			enable = 1'b1;
		end
		else if (counter == 10'b0111111111) 
		begin
			counter = 10'b0000000000;
			enable = 1'b1;
		end
		else
		begin
			counter = counter + 1'b1;
			enable = 1'b0;
		end
	end
	always@(posedge Clk)  
	begin
		if(enable==1)
		begin
			if((reset)|| (Count==5'b01011))
				Count <= 5'b00000;
		else if(Q1==0 && Q2==1)
			begin
				Count = Count + 1'b1;
				en = 1'b1;
			end
		end
	end
	always@(posedge Clk)
	begin
		if(Count == 5'd11)
		begin
			if (Byte_2[9:2] == 8'hE0)
			begin
			end
			else if (Byte_2[9:6] == 4'hF)
			begin
			end
			else if (Byte_1[9:6] == 4'hF)
			begin
				Data = Byte_2[9:2];
				Press = 1'b0;
				if (Byte_2[9:2] == Typematic_Keycode)  
					Typematic_Keycode = 8'h00;
			end
			else if (Byte_2[9:2] == Typematic_Keycode)
			begin
			end
			else if (Byte_1[9:6] != 4'hF)
			begin
				Data = Byte_2[9:2];
				Press = 1'b1;
				Typematic_Keycode = Byte_2[9:2]; 
			end
		end
	end
	Dreg Dreg_instance1 ( .*,
								 .Load(enable),
								 .Reset(reset),
								 .D(psClk),
								 .Q(Q1) );
   Dreg Dreg_instance2 ( .*,
								 .Load(enable),
								 .Reset(reset),
								 .D(Q1),
								 .Q(Q2) );
	reg_11 reg_B(
					.Clk(psClk),  
					.Reset(reset),
					.Shift_In(psData),
					.Load(1'b0),
					.Shift_En(en),
					.D(11'd0),
					.Shift_Out(shiftout2),
					.Data_Out(Byte_2)
					);
	reg_11 reg_A(
					.Clk(psClk),  
					.Reset(reset),
					.Shift_In(shiftout2),
					.Load(1'b0),
					.Shift_En(en),
					.D(11'd0),
					.Shift_Out(shiftout1),
					.Data_Out(Byte_1)
					);
	sync	ks[7:0](Clk, Data, keyCode);
	sync  ps(Clk, Press, press);
endmodule
### ./run.sh
#!/bin/bash
# OpenROAD 26Q1-2900-gdf79404cd8, Yosys 0.63+post, stock flow scripts
make -C /OpenROAD-flow-scripts/flow DESIGN_CONFIG=/design/flow/config.mk WORK_HOME=/design/flow/orfs finish
### ./config.mk
export PLATFORM = sky130hd
export DESIGN_NAME = keyboard
export DESIGN_NICKNAME = keyboard
export VERILOG_FILES = /design/flow/design.v
export SDC_FILE = /design/flow/constraint.sdc
export NUM_CORES = 4
export LEC_CHECK = 1
export CORE_UTILIZATION = 40
### ./constraint.sdc
current_design keyboard

set clk_period 3.5
set clk_io_pct 0.2

create_clock -name clk0 -period $clk_period [get_ports {Clk}]
create_clock -name clk1 -period $clk_period [get_ports {psClk}]

set non_clock_inputs [all_inputs -no_clocks]
set_input_delay [expr $clk_period * $clk_io_pct] -clock clk0 $non_clock_inputs
set_output_delay [expr $clk_period * $clk_io_pct] -clock clk0 [all_outputs]
==> flow_summary.toml <==
# generated from flow reports
[placed_design]
place_inst = 241
gp_congestion = 0.781
io_buffer_count = 28
dp_hpwl_um = 2210
dpl_cell_area_um2 = 2550

[route]
wl_per_cell_um = 12.9
drt-pass1-iter-count = 6
wl_met2_um = 1520
route.detailed.drc = 0
n_antenna_cell = 0
wl_um = 3300
highest_layer = "met4"
wl_met3_um = 241
met1_length_um = 1450
initialDrtViolationCount = 78
routed_via_density = 4.71
antenna_left = 0
vias = 1207

[clock_network]
cts.reportedPaths.clkPinSlew_ps = 70
postCtsSetupBuffers = 0
cts_tree = "built"
cts-resized-gates = 0
cts_hold_buf = 0

[grt]
first_global_vias = 1257
antenna_found_initial = 0
track_usage_pct = 13.0
grt_max_degree = 34
grt_pass1_wl_um = 5840
grt.overflow.total = 0

[cells_and_area]
fin_area_um2 = 2760
stdcell_count = 256
syn2layout_area_growth_pct = 16.9
finalCoreUtilization_pct = 49.2
layout-drive-gt1-share_pct = 12.5

[final_timing]
hold_viol_final = 0
skew_ps = 4.22
slew_violations = 0
setup_viol = 0
tightest_slew_ps = 851
whs_ps = 69.6
max_slew_margin_pct = 43.3
rsz0062_at_grt = "false"
fin_setup_tns_ps = 0

[worst_hold_path]
hp-class = "clock port to flip-flop"
holdCritStartpoint = "psClk"

[job]
warning_count = 27
cap_violations = 0

[setup_path]
regToRegStartpoint = "reg_A.Data_Out[9]"
cp.required_ps = 2800
crit_chain = "ha_1, nand2_1, nor3_1, clkdlybuf4s50_1"
cp_data_arrival_time_ps = 1760
cp-end-kind = "primary output"
slowest_stage = "clkdlybuf4s50_1"
startpoint_type = "flip-flop"
critPathLaunch = "Count[0]"
path_max_fanout = 3
crit_type = "flip-flop to primary output"
slowest_delay_ps = 530

[synth]
synth_stat.cells = 165
synthArstFlopShare_pct = 51.6
yosys.cell_count.top_type = "dfrtp_1"
postSynthAreaPerCell_um2 = 14.3
synth_top_cell_by_area = "dfrtp_1"
synth_seq_share_pct = 70.7
synthTopCellsByArea = "dfrtp_1, edfxtp_1, dfxtp_1"
synth_area_um2 = 2360
top_area_share_pct = 34.0
common_cells = "dfrtp_1, buf_4, edfxtp_1"
synth_flop_count = 64
netlist_instances = 165
yosys_area_um2 = 2360
ys_types = 28
ys_warn_count = 5
ys.flop_type = "dfrtp_1"
edf_count = 22

[die]
num_io_pins = 30
rows = 27
die_y_um = 78.8
chipArea_um2 = 6210
initCoreUtil_pct = 42.1
core-area_um2 = 5610
die_x_um = 78.8

[pwr]
power.leakage_nw = 1.07
pwr_density_cell_nw_per_um2 = 535
ir_drop_mv = 0.201

[status]
outcome = "finished clean"
-- logic make-up (layout without fill, tap and decap cells) --
| family | Yosys count | after routing | synth area share, % |
|---|---|---|---|
| DFF | 64 | 64 | 70.7 |
| and+or+nand+nor | 46 | 46 | 10.7 |
| buffers and inverters | 27 | 46 | 8.12 |
| xor gates and xnor gates | 18 | 18 | 6.68 |
| AOI/OAI and AO/OA | 5 | 5 | 1.33 |
| muxes | 3 | 3 | 1.43 |
| adders and majority gates | 2 | 2 | 1.06 |
-- cells in the final DEF, fill, tap and decap left out, types with 3 or more instances in the layout --
cell type,synthesis,routed
xor2_1,6,6
mux2_2,3,3
dfxtp_1,9,9
clkbuf_8,0,12
nand2_1,6,6
xnor2_1,12,12
nand3_1,3,3
dfrtp_1,32,32
clkdlybuf4s50_1,0,28
edfxtp_1,22,22
and2_1,8,8
nand4_1,7,7
nor2_1,13,13
-- flip-flops by register name, summed over array words and instances, names as in the netlist --
signal	count
reg_B.Data_Out	11
counter	10
reg_A.Data_Out	9
Data	8
Typematic_Keycode	8
ks.q	8
Count	5
Dreg_instance1.Q	1
Dreg_instance2.Q	1
Press	1
enable	1
ps.q	1
-- where the power goes --
| part | internal (mW) | switching [mW] |
|---|---|---|
| clock network | 0.386 | 0.242 |
| registers | 0.791 | 0.0162 |
| logic | 0.0251 | 0.0144 |
-- final timing paths --
path                                   endpoint  slack, ps  cells after the start
min in group clk1             reg_B.Data_Out[9]        350                      0
hold reg to reg                         ks[0].q        340                      0
max in group asynchronous                enable       2310                      3
min in group asynchronous     reg_B.Data_Out[8]        810                      3
setup / recovery                          check       1040                      4
hold / removal                 Dreg_instance1.Q         70                      3
max in group clk1            reg_B.Data_Out[10]       2640                      1
setup reg to reg           Typematic_Keycode[3]       1260                      3
-- through the flow --
| step | worst slack (ps) | power, mW |
|---|---|---|
| floorplan | 1390 | 0.850 |
| global placement | 1300 | 0.867 |
| detailed placement | 1270 | 0.868 |
| CTS | 984 | 1.50 |
| global route | 874 | 1.55 |
| finish | 1040 | 1.47 |
-- cell type report --
cell class	count	area (µm²)
clock buffer	12	165
inverter	2	7.51
sequential	64	1670
tap	72	90.1
timing repair buffer	29	288
clock inverter	3	40.0
fill	490	2850
multi-input combinational	74	499
-- layer usage --
metal	global-route usage [%]	vias to the layer above
met1	18.9	583
met2	18.6	42
met3	5.48	8
met4	4.26	0
met5	0	-
li1	-	574
-- worst max-delay path: cells and delay by family, from the launching register on --
kind,cells,cell delay [ps]
adder cells (fa/ha/maj),1,220
buffers and inverters,1,530
flip-flops,1,380
AND/OR/NAND/NOR,2,340
No activity file was given, so power comes from the tool's default toggle rates.
